**config.mk**
```make
export PLATFORM = sky130hd
export DESIGN_NAME = slave_apb
export DESIGN_NICKNAME = slave_apb
export VERILOG_FILES = /design/flow/design.v
export SDC_FILE = /design/flow/constraint.sdc
export NUM_CORES = 4
export LEC_CHECK = 1
export CORE_UTILIZATION = 30
```
**constraint.sdc**
```tcl
current_design slave_apb

set clk_period 9.5
set clk_io_pct 0.2

create_clock -name clk0 -period $clk_period [get_ports {PCLK}]

set non_clock_inputs [all_inputs -no_clocks]
set_input_delay [expr $clk_period * $clk_io_pct] -clock clk0 $non_clock_inputs
set_output_delay [expr $clk_period * $clk_io_pct] -clock clk0 [all_outputs]
```
**design.v**
```verilog
module slave_apb 
  ( input                    PCLK,       
    input                    PRESETn,    
    input                    PSELx,      
    input                    PENABLE,    
    input                    PWRITE,     
    input [8-1:0 ] PADDR,      
    input [8-1:0 ] PWDATA,     
    output reg [8-1:0 ]PRDATA      
  );
  parameter IDLE = 2'd0,SETUP = 2'd1,ENABLE = 2'd2;      
  reg [2 -1 :0] PSTATE,NSTATE;                   
  reg [8 -1 :0 ]SLAVE_MEM[0:2**8 -1];   
  always @ (posedge PCLK or negedge PRESETn)
  begin
    if (!PRESETn)
    PSTATE <= IDLE;
    else
    PSTATE <= NSTATE;
  end
  always @ (PCLK or PSELx or PENABLE or PSTATE )
  begin
    case (PSTATE)
     IDLE : begin
	     if (PSELx == 1'b1 )
             NSTATE = SETUP;
             else
      	     NSTATE = IDLE;
	    end
     SETUP: begin
             NSTATE = ENABLE;
            end
     ENABLE:begin
	     if (PSELx == 1'b1) 
	        NSTATE = SETUP;
	     else 
	        NSTATE = IDLE;
             end 
    default:begin
	     NSTATE = IDLE;
	    end
      endcase	       
  end
  always @ ( posedge PCLK or negedge PRESETn)
  begin
    if (!PRESETn)
       PRDATA <= 0;
    else
    begin	    
    case (PSTATE)
    IDLE  :PRDATA <= 0;
    SETUP :PRDATA <= 0; 
    ENABLE:begin
	   if (PWRITE == 1'b1)
             SLAVE_MEM[PADDR] <= PWDATA;
           else 
             PRDATA <= SLAVE_MEM[PADDR];
           end
    default:begin
	     PRDATA <= 0; 
            end
    endcase
    end
  end
endmodule
```
**run.sh**
```bash
#!/bin/bash
# OpenROAD 26Q1-2900-gdf79404cd8, Yosys 0.63+post, stock flow scripts
make -C /OpenROAD-flow-scripts/flow DESIGN_CONFIG=/design/flow/config.mk WORK_HOME=/design/flow/orfs finish
```
==> impl_results.rst <==
Metrics
=======

.. list-table::
   :header-rows: 1

   * - Metric
     - Value
   * - Run status
     - finished, violations left
   * - Violated checks
     - capacitance limit
   * - Synth Warn #
     - 2
   * - Final Hold Vio Count
     - 0
   * - Relative contribution of the clock network to total power
     - ~43%
   * - Starting Density
     - 30.2%
   * - Standard cell area after detailed placement
     - approximately 0.085 sq mm
   * - TritonCTS Buffers
     - just over 200
   * - DRC violation count after routing
     - 0
   * - Leakage
     - 28.0 nW
   * - Detailed-router iteration count before antenna repair
     - 8
   * - Worst min-delay path class
     - reg2reg
   * - Async set-reset flop share out of synthesis
     - less than 1%
   * - Cells after Synth
     - 4465
   * - Data arrival at the endpoint of the critical path
     - about 7900 ps
   * - Tool Warnings
     - 30
   * - Sw frac
     - a little over a fifth
   * - Most used DFF post-synth
     - edfxtp_1
   * - Count of final setup violators
     - 0
   * - I/O Pins
     - 29
   * - Layout cells sized above 1
     - approximately 18%
   * - Maximum fanout along the worst path
     - 22
   * - Internal power consumption
     - 14.6 mW
   * - Post-Route WL
     - 361 mm
   * - Setup TNS
     - 0 ps
   * - Detailed-route vias per instance
     - around 6
   * - Cell count listed in synth_stat.txt
     - 4465
   * - Worst Setup End Kind
     - register
   * - Syn avg cell area
     - 17.2 sq um
   * - Iter 0 DRT Violations
     - just under 5000
   * - Unrepaired setup endpoints after global routing
     - false
   * - CP dominant cell by count
     - buf_4
   * - Path type of the worst setup path
     - in2reg
   * - Standard-cell rows
     - 185
   * - Post-synthesis cell type with the largest instance count
     - edfxtp_1
   * - Part of the Yosys area used for sequential elements
     - 80.3%
   * - Maximum frequency from static timing analysis
     - 141 MHz
   * - Syn-to-layout area delta
     - 18.6%
   * - Final ANT Viol Nets
     - 0
   * - Die extent in y
     - around 510 um
   * - GR Overflow Total
     - 0
   * - Net switching component of the power
     - roughly 4.1 mW
   * - Routed len/inst
     - 42.5 um
   * - Total power after layout
     - 18.7 mW
   * - Worst slack after detailed placement
     - ~1800 ps
   * - Post-cts repair resize count
     - 0
   * - Total number of vias
     - 51048
   * - Top cells by count, synth
     - edfxtp_1 (2048), a22oi_1 (677), nor2_1 (348)
   * - Startpoint class of the critical path
     - primary input
   * - Yosys top cell area share
     - 79.9%
   * - Clk sinks
     - 2059
   * - Power density of the placed cells
     - ~200 mW/mm^2
   * - Max-slew violation total from the final report
     - 0
   * - Wire length of the first global-routing pass
     - about 470 mm
   * - Util after Layout
     - around 36%
   * - Vias in the first global route
     - slightly above 50000
   * - Maximum count of clock buffers along a single path
     - 3
   * - Area of all placed cells without fillers
     - around 0.091 sq mm
   * - Top cell type by total area after synthesis
     - edfxtp_1
   * - Max stage delay cell, worst path
     - nor4_1
   * - Insertion delay of the later-clocked pin in the worst-skew pair
     - approximately 900 ps
   * - # hold bufs at CTS
     - 0
   * - Register clock-pin slew on the reported worst setup and hold paths
     - 60 ps
   * - Worst vdd ir
     - between 0.2 and 0.25 mV
   * - Slew of the pin with the lowest slew margin
     - approximately 1500 ps
   * - Worst path required time
     - roughly 10000 ps
   * - Delay of the slowest cell on the worst path
     - 1050 ps
   * - Setup Fix Bufs, Post-CTS
     - 0
   * - Die span in x
     - 509 um
   * - Root buffer cell
     - clkbuf_16
   * - Worst slew margin
     - less than 1%
   * - Critical path cell sequence
     - clkdlybuf4s50_1, buf_4, nand4bb_2, buf_4, buf_4, nor2_1, buf_4, a22oi_1, o211ai_1, nor4_1, nand4_1, nor4_1, buf_4, nor2_1
   * - Final weighted congestion in routability-driven placement
     - 1.11
   * - Post-synth tally of flip-flops with integrated enable
     - ~2000
   * - Total Routing Usage GR
     - roughly 30%
   * - TritonCTS clock tree
     - done
   * - Maximum Capacitance Violations
     - 1
   * - Worst path setup slack after routing
     - around 2400 ps
   * - Die area
     - about 0.26 sq mm
   * - Distinct lib cells used
     - between 50 and 60
   * - Seq pwr share
     - 53.3%
   * - Number of antenna violations at the first check in global routing
     - 28
   * - Cell area after technology mapping
     - 0.0770 sq mm
   * - Post-layout minimum cycle time
     - between 7000 and 8000 ps
   * - Synth area leaders
     - edfxtp_1 (80%), a22oi_1 (6.6%), nor2_1 (1.7%)
   * - IO buf count
     - 27
   * - Post-route clock skew
     - a little under 60 ps
   * - Number of H-tree levels
     - 4
   * - Detail Placement HPWL
     - roughly 250 mm
   * - Gate power share
     - about 3.4%
   * - Final period util
     - roughly 74%
   * - Flops after synth
     - just over 2000
   * - Area of the core region
     - about 0.25 sq mm
   * - Chip area line of the yosys report
     - approximately 0.077 sq mm
   * - Pin count of the biggest net entering global routing
     - between 100 and 150
==> logic make-up (layout without fill, tap and decap cells) <==
| logic type | Yosys count | after routing | share of synthesized area (%) |
|---|---|---|---|
| and+or+nand+nor | 837 | 837 | 5.45 |
| buffers and inverters | 291 | 936 | 1.79 |
| AOI/OAI and AO/OA | 1278 | 1278 | 12.5 |
| other | 0 | 25 | 0 |
| DFF | 2059 | 2059 | 80.3 |
==> routing by layer <==
metal / track usage, % / wire length (um) / vias up
li1: - / - / 19728
met5: 11.6 / 3890 / -
met1: 27.0 / 98800 / 25054
met4: 19.2 / 31400 / 89
met3: 29.8 / 80300 / 1247
met2: 39.2 / 146000 / 4930
==> cells in the final DEF (no fill, tap or decap), types with 9 or more instances in the layout <==
cell,count
o22ai_1,147
a32o_1,9
nand3_1,36
a221oi_1,54
and3_1,27
nor4_1,54
a22o_1,104
clkdlybuf4s50_1,17
a31oi_1,13
a21oi_1,89
o21ai_0,11
nand4bb_2,9
nor4bb_4,11
dfrtp_1,10
clkbuf_1,47
o221ai_1,10
nor2_2,22
clkbuf_16,206
a22oi_1,677
edfxtp_1,2048
buf_4,517
nor2_1,329
nor3_2,10
clkinv_1,57
a222oi_1,26
diode_2,25
or4_1,24
a32oi_1,91
o22a_1,9
clkinv_2,37
a2111oi_0,10
nor3_1,71
nand2_1,135
o211ai_1,18
bufinv_16,19
nand4_1,56
nand4b_1,9
==> critical path, delay by kind of cell <==
kind	cells	cell delay, ps
AOI/OAI and AO/OA	2	1070
and+or+nand+nor	6	1990
buffers and inverters	6	2830
==> worst paths after layout <==
path	startpoint	cells past startpoint	slack [ps]	endpoint
worst max-delay path	PADDR[3]	14	2420	PRDATA[0]$_DFFE_PN0P_
worst min-delay path	PSTATE[2]$_DFF_PN0_	0	340	PSTATE[1]$_DFF_PN0_
worst max register to register	PSTATE[1]$_DFF_PN0_	7	5250	SLAVE_MEM[227][7]$_DFFE_PP_
worst min register to register	PSTATE[2]$_DFF_PN0_	0	340	PSTATE[1]$_DFF_PN0_
max in group asynchronous	PRESETn	2	7880	PSTATE[0]$_DFF_PN1_
min in group asynchronous	PRESETn	2	1340	PRDATA[0]$_DFFE_PN0P_
==> power by group through the flow <==
stage     combinational [mW]  sequential, mW  clock [mW]
4_1_cts                0.611            10.0        8.13
5_1_grt                0.641            9.99        8.46
6_report               0.643            10.0        8.10
==> through the flow <==
step                      std cells  hold slack (ps)
after global placement         8089              333
after detailed placement       8089              335
after floorplan                4465              331
after global routing           8488              350
after CTS                      8476              345
final                          8501              340
==> cell type report <==
class	count	area [sq um]
fill	23395	163000
sequential	2059	61800
multi-input combinational	2115	14300
clock buffer	253	5330
timing repair buffer	548	4260
tap	3366	4210
clock inverter	134	1360
antenna	25	62.6
inverter	1	3.75
==> registers in the layout (all words and copies together) (netlist names) <==
name,flops
PSTATE,3
PRDATA,8
SLAVE_MEM,2048
Power and IR drop assume default switching activity.
