File: ./config.mk
export PLATFORM = sky130hd
export DESIGN_NAME = fifo
export DESIGN_NICKNAME = fifo
export VERILOG_FILES = /design/flow/design.v
export SDC_FILE = /design/flow/constraint.sdc
export NUM_CORES = 4
export LEC_CHECK = 1
export CORE_UTILIZATION = 50
File: ./constraint.sdc
current_design fifo

set clk_period 5.7
set clk_io_pct 0.2

create_clock -name clk0 -period $clk_period [get_ports {clk}]

set non_clock_inputs [all_inputs -no_clocks]
set_input_delay [expr $clk_period * $clk_io_pct] -clock clk0 $non_clock_inputs
set_output_delay [expr $clk_period * $clk_io_pct] -clock clk0 [all_outputs]
File: ./design.v
module  fifo  # (parameter DEPTH = 2**4-1 )
               ( input      clk,rst_n,push,pop,
                 input      [8-1:0] data_in,
                 output reg push_err_on_full,pop_err_on_empty,
                 output     full,empty,
                 output reg [8-1:0] data_out);
reg [4-1:0] w_ptr,r_ptr;                                    
reg [8-1:0] mem [0:2**4-1];                        
reg [1:0] wrap_wr,wrap_re; 
assign full = ((wrap_wr != wrap_re ) && (w_ptr==r_ptr))?1'b1:1'b0;                                 
assign empty= ((wrap_wr == wrap_re ) && (w_ptr==r_ptr)) ?1'b1:1'b0;                                
always @(posedge clk , negedge rst_n )                                    
  begin
     if(!rst_n)
       wrap_wr <= 0;
     else if (w_ptr ==DEPTH)  
      wrap_wr <= wrap_wr+1'b1;
  end
always@(posedge clk , negedge rst_n)                                                
  begin
    if(!rst_n)
        wrap_re <= 0;
    else if (r_ptr ==DEPTH)  
      wrap_re <= wrap_re+1'b1;
end
always @ (posedge clk , negedge rst_n)                                
begin
  if (!rst_n)
    begin
      data_out <= {8{1'b0}};
      w_ptr <= 0;
      r_ptr <= 0;
    end
  else
    begin
       if (push)
         begin 
           if(!full)
              begin
                mem [w_ptr] <= data_in;
                w_ptr <= w_ptr +1'b1;
              end
         end
       else if (pop)
         begin
           if(!empty)  
             begin
               data_out <= mem [r_ptr];
               r_ptr <= r_ptr +1'b1;
             end
         end
    end
end
always @ (posedge clk , negedge rst_n)
begin
  if(!rst_n)
      begin
        push_err_on_full <= 0;
        pop_err_on_empty <= 0;
      end
  else
      begin
        push_err_on_full <= push && full;
        pop_err_on_empty <= pop  && empty;
      end
end
endmodule
File: ./run.sh
#!/bin/bash
# OpenROAD 26Q1-2900-gdf79404cd8, Yosys 0.63+post, stock flow scripts
make -C /OpenROAD-flow-scripts/flow DESIGN_CONFIG=/design/flow/config.mk WORK_HOME=/design/flow/orfs finish
==> flow_summary_export.csv <==
group,metric,value,unit
grt,grt.total_usage,0.2782,
pwr,p_leak,2.341,nW
logic_synthesis,synth.area.top_cells,"edfxtp_1 63%, dfrtp_1 9.1%, a22oi_1 2.5%, xnor2_1 2.0%, ha_1 1.7%",
place,place_area,0.006442,mm^2
worst_setup_path,start_kind,"flop",
route,vias_per_cell,6.327,
worst_setup_path,crit-reg2reg-launch,"r_ptr[0]",
logic_synthesis,top_cell,"edfxtp_1",
clocking,clock_latency,0.43,ns
flow_run,max_cap_viol_count,0,
floorplanning,fp.dieW,112.0,um
logic_synthesis,yosys_area,0.006053,mm^2
worst_setup_path,slowest_delay,0.49,ns
min_path,hold_path_end,"data_out[7]",
place,hpwl,9.443,mm
logic_synthesis,ys_cells,404,
final_timing,slew_viol_final,0,
worst_setup_path,rrSetupSlack,2.89,ns
grt,overflow,0,
floorplanning,io_pins,24,
logic_synthesis,ys_seq_frac,0.7259,
status,status,"complete, no violations",
final_timing,clock.fmax,292.1,MHz
final_timing,min_period,3.424,ns
min_path,hp-class,"reg2reg",
route,vias,3739,
worst_setup_path,crit_fanout,35,
floorplanning,core-area,0.01161,mm^2
route,firstDrtPassIters,23,
pwr,p_int,2.306,mW
logic_synthesis,syn_avg_cell_area,14.98,um^2
logic_synthesis,syn_area,0.006053,mm^2
worst_setup_path,cp-end-kind,"output port",
route,wirelength,15.04,mm
pwr,power_frac_clock,0.274,
pwr,switchingPower,1.266,mW
pwr,p_sw_frac,0.3544,
worst_setup_path,crit_path_cell_trace,"buf_4 > xnor2_1 > nand4_1 > nor2_1 > clkdlybuf4s50_1",
pwr,p_seq_frac,0.394,
clocking,cts_resized,0,
clocking,clock-root-buffer,"clkbuf_16",
worst_setup_path,path_class,"reg2out",
floorplanning,row_count,39,
worst_setup_path,r2r-end,"data_out[7]",
route,drt_drc_violations_left,0,
logic_synthesis,ys.flops,150,
worst_setup_path,slowest_stage,"clkdlybuf4s50_1",
final_timing,skew,0.006154,ns
logic_synthesis,synth_top_area_share,0.6350,
logic_synthesis,yosys.area.top_type,"edfxtp_1",
clocking,htree_levels,4,
worst_setup_path,reg2regPathDepth,8,
clocking,clkTransAtPathRegs,0.06,ns
min_path,min_from,"data_out[7]",
route,first_iter_violations,408,
final_timing,fin_crit_sh,0.6006,
grt,grt_max_degree,36,
worst_setup_path,crit_arrival,2.28,ns
clocking,cts_max_path_buffers,2,
final_timing,maxSlewHeadroom,0.4292,
clocking,postCtsSetupBuffers,0,
grt,grt_pass1_vias,3802,
worst_setup_path,required,4.56,ns
final_timing,tns,0,ns
place,gp_congestion,0.9295,
flow_run,tool_warnings,31,
floorplanning,die_area,0.01255,mm^2
finish,final_util,0.5991,
logic_synthesis,async_flop_share,0.1467,
grt,grt_pass1_wl,22.80,mm
logic_synthesis,top_cells_by_count,"128 x edfxtp_1, 25 x nand2_1, 24 x nor2_1",
grt,antenna_found_initial,0,
worst_setup_path,path_buffers,2,
finish,drive_above_1_share,0.1250,
logic_synthesis,edf_count,128,
pwr,power,3.572,mW
logic_synthesis,ys_warn_count,2,
clocking,cts_buffers,17,
logic_synthesis,synthFlopType,"edfxtp_1",
final_timing,rsz0062_at_grt,"no",
finish,syn_to_final_growth,14.94,%
place,port_buffers,23,
clocking,cts_hold_buffers,0,
min_path,whs_path_depth,2,
floorplanning,initCoreUtil,0.5212,
pwr,power_density,513.4,mW/mm^2
floorplanning,die_h,112.0,um
route,drtAntennaViolNets,0,
route,wl_per_cell,25.44,um
pwr,vdd_ir_drop_max,260.8,uV
logic_synthesis,synthCells,404,
logic_synthesis,yosysUniqueCellTypes,51,
final_timing,finalHoldViolCount,0,
pwr,power_frac_comb,0.333,
finish,final_area,0.006958,mm^2
clocking,cts_sinks,150,
final_timing,worstMarginPinSlew,0.8345,ns
final_timing,finalSetupViolations,0,
worst_setup_path,critPathTopFamily,"buffers and inverters",
clocking,cts_tree,"yes",
route,antennaDiodeCount,0,
==> flip-flops by register name (all words and copies together), names as in the netlist <==
signal / flops
data_out: 8
mem: 128
pop_err_on_empty: 1
push_err_on_full: 1
r_ptr: 4
w_ptr: 4
wrap_re: 2
wrap_wr: 2
==> through the flow <==
step | setup WS (ns) | hold slack [ns] | std cells
2_1_floorplan | 3.089 | 0.4241 | 404
3_3_place_gp | 2.300 | 0.4639 | 559
3_5_place_dp | 2.221 | 0.4791 | 559
4_1_cts | 2.281 | 0.4921 | 591
5_1_grt | 2.143 | 0.5091 | 591
6_report | 2.276 | 0.4845 | 591
==> power by group through the flow <==
stage	combinational (mW)	sequential [mW]	clock, mW
after CTS	1.18	1.41	0.987
final	1.19	1.41	0.977
after global routing	1.27	1.42	1.04
==> worst max-delay path by stage <==
stage             from    end  cells past startpoint  slack (ns)
CTS           r_ptr[2]  empty                      5        2.28
global route  r_ptr[2]   full                      5        2.14
finish        r_ptr[2]  empty                      5        2.28
==> routing by layer <==
metal / GRT usage / vias to the layer above / part of all wire
met5: 0 / - / 0
met4: 0.04711 / 0 / 0.021
met3: 0.1354 / 29 / 0.12
met2: 0.4124 / 220 / 0.47
met1: 0.4229 / 1847 / 0.39
li1: - / 1643 / -
==> cell type report <==
class	instances	area (um^2)
Inverter	10	37.54
Clock inverter	15	90.09
Tap cell	143	178.9
Fill cell	892	4656
Clock buffer	17	425.4
Multi-Input combinational cell	220	1504
Sequential cell	150	4394
Timing Repair Buffer	36	327.8
==> worst min-delay path: cells and delay by family, from the launching register on <==
family | cells | cell delay, ns
DFF | 1 | 0.34
AOI/OAI and AO/OA | 1 | 0.05
and+or+nand+nor | 1 | 0.05
==> cells by family after synthesis <==
group | synth area share
flip-flops | 0.7259
AND/OR/NAND/NOR | 0.07751
AND-OR/OR-AND | 0.1118
buffers and inverters | 0.02563
XOR/XNOR | 0.02315
multiplexers | 0.01943
adder cells (fa/ha/maj) | 0.01654
==> placed cells by master, fill, tap and decap left out, drive strengths merged, types with 4 or more instances in the layout <==
cell type,instances
edfxtp,128
nand2,25
nor2,25
clkdlybuf4s50,23
dfrtp,22
a22oi,20
clkbuf,17
nand3,16
xnor2,14
buf,13
inv,11
o21ai,11
clkinv,11
a222oi,8
ha,8
a21oi,7
nor3,6
mux2,6
o31ai,6
nor2b,5
mux2i,5
a221oi,5
a31oi,5
and2,4
o211ai,4
Power figures rest on the tool's default switching activity, not on a simulated workload.
